$ cat config.mk
export PLATFORM = sky130hd
export DESIGN_NAME = top
export DESIGN_NICKNAME = top
export VERILOG_FILES = /design/flow/design.v
export SDC_FILE = /design/flow/constraint.sdc
export NUM_CORES = 4
export LEC_CHECK = 1
export CORE_UTILIZATION = 40
$ cat constraint.sdc
current_design top

set clk_period 6.5
set clk_io_pct 0.2

create_clock -name clk0 -period $clk_period [get_ports {mclk}]

set non_clock_inputs [all_inputs -no_clocks]
set_input_delay [expr $clk_period * $clk_io_pct] -clock clk0 $non_clock_inputs
set_output_delay [expr $clk_period * $clk_io_pct] -clock clk0 [all_outputs]
$ cat design.v
module top(
	 input mclk,
	 input signal,
	 output [11:0] freq
    );
reg [11:0] freq_count;
reg [25:0] count;
reg old_sig;
reg [11:0] freq_out;
assign freq = freq_out;
initial begin
	count <= 26'b0;
	old_sig <= 1'b0;
	freq_out <= 12'b0;
	freq_count <= 12'b0;
end
always @(posedge mclk) begin
	count <= count + 1;
	if (signal != old_sig) begin
		freq_count = freq_count +1;
	end
	if (count == 50000000) begin
		freq_out = freq_count >> 1;
		count <= 0;
		freq_count = 0;
	end
	old_sig = signal;
end
endmodule
$ cat run.sh
#!/bin/bash
# OpenROAD 26Q1-2900-gdf79404cd8, Yosys 0.63+post, stock flow scripts
make -C /OpenROAD-flow-scripts/flow DESIGN_CONFIG=/design/flow/config.mk WORK_HOME=/design/flow/orfs finish
==> impl_metrics.env <==
# yosys + openroad results
export IMPL_status="completed"
export IMPL_grt_first_pass_wirelength_um=6037
export IMPL_ir_drop_v=0.0001419
export IMPL_die_area_um2=5633
export IMPL_ys_chip_area_um2=2135
export IMPL_syn_area_um2=2135
export IMPL_placementRows=26
export IMPL_logic_area_um2=968.4
export IMPL_pre_cts_ws_ns=3.440
export IMPL_setup_slack_ns=3.759
export IMPL_viasPerCell=5.003
export IMPL_cts_made_buffers=5
export IMPL_wl_um=3622
export IMPL_final_area_um2=2437
export IMPL_io_pins=14
export IMPL_yosys_cell_types_count=35
export IMPL_clock_path_buffers=2
export IMPL_edf_count=11
export IMPL_p_total_mw=0.5735
export IMPL_hold_class="flip-flop to flip-flop"
export IMPL_insertion_delay_ns=0.30
export IMPL_die_w_um=75.05
export IMPL_flop_cell="dfxtp_1"
export IMPL_track_usage_pct=14.41
export IMPL_hold_ws_ns=0.4873
export IMPL_required_ns=6.73
export IMPL_tightestPinTransition_ns=0.6888
export IMPL_grt_max_degree=17
export IMPL_log_warning_count=26
export IMPL_ys_seq_elements=50
export IMPL_ys_seq_share_pct=52.05
export IMPL_cts_tree="yes"
export IMPL_synth_warnings=1
export IMPL_nFillCells=477
export IMPL_place_port_buffers=12
export IMPL_synth_largest_area_cell="dfxtp_1"
export IMPL_wire_per_inst_um=12.15
export IMPL_crit_path_end_kind="flip-flop"
export IMPL_cts_sinks=50
export IMPL_post_cts_setup_buffer_count=0
export IMPL_place_inst=290
export IMPL_cp_max_fo=6
export IMPL_max_freq_mhz=364.8
export IMPL_finalCriticalPeriod_ns=2.741
export IMPL_cts_resized=0
export IMPL_syn_area_per_cell_um2=10.02
export IMPL_cts_reportedPaths_clkPinSlew_ns=0.09
export IMPL_ant_nets=0
export IMPL_cellPowerDensity_nw_per_um2=235.3
export IMPL_diodes=0
export IMPL_slew_limit_headroom_pct=53.91
export IMPL_setup_violations=0
export IMPL_cts_root_buf="clkbuf_8"
export IMPL_grt_pass1_vias=1301
export IMPL_total_leakage_power_nw=0.9263
export IMPL_coreArea_um2=5107
export IMPL_ff_latch_area_um2=1111
export IMPL_top_cell_area_share_pct=36.58
export IMPL_crit_type="input pin to flip-flop"
export IMPL_critPathLaunchType="input pin"
export IMPL_fin_tns_setup_ns=0
export IMPL_dp_hpwl_um=2547
export IMPL_die_h_um=75.05
export IMPL_route_vias_total=1491
export IMPL_synth_cells=213
export IMPL_drt_iter0_drc=46
export IMPL_rsz0062_at_grt="false"
export IMPL_cts_hold_fix_buffers=0
export IMPL_drv_slew=0
export IMPL_hold_viol=0
export IMPL_async_flop_share_pct=0
export IMPL_grt_ovfl_total=0
export IMPL_drive_gt1_share_pct=7.018
export IMPL_cap_viol_max_count=0
export IMPL_yosys_cells=213
export IMPL_htreeDepth=2
export IMPL_first_pass_iters=6
export IMPL_final_cells=298
export IMPL_placed_area_um2=2325
export IMPL_syn2layout_area_growth_pct=14.19
export IMPL_drc_errors=0
export IMPL_grt_antenna_before_repair=0
export IMPL_gp_congestion=0.7822
export IMPL_top_cells_by_area="dfxtp_1, edfxtp_1, xnor2_1"
export IMPL_fin_util_pct=47.72
export IMPL_fp_util_pct=41.79
export IMPL_critical_path_arrival_ns=2.98
export IMPL_period_used_pct=42.17
export IMPL_skew_ns=0.007312
==> logic make-up (layout without fill, tap and decap cells) <==
group | Yosys count | count (layout) | share of synthesized area [%]
AOI/OAI and AO/OA | 30 | 30 | 9.086
xor gates and xnor gates | 26 | 26 | 10.67
adders and majority gates | 3 | 3 | 1.759
buffers and inverters | 13 | 28 | 2.579
DFF | 50 | 50 | 52.05
other | 1 | 1 | 0.1757
and+or+nand+nor | 90 | 90 | 23.68
==> where the power goes <==
group	leakage [nW]	total [mW]	internal, mW	switching (mW)
clock	0.0585	0.218	0.115	0.102
sequential	0.411	0.330	0.324	0.00549
combinational	0.457	0.0259	0.0118	0.0141
==> cells in the final DEF, fill, tap and decap left out, types with 2 or more instances in the layout <==
| cell type | instances |
|---|---|
| dfxtp_1 | 39 |
| nand2_1 | 19 |
| xnor2_1 | 15 |
| nor2_1 | 14 |
| nand4_1 | 13 |
| clkdlybuf4s50_1 | 12 |
| xor2_1 | 11 |
| edfxtp_1 | 11 |
| a21oi_1 | 10 |
| nand3_1 | 8 |
| or3_1 | 7 |
| o21a_1 | 7 |
| inv_1 | 6 |
| nor4_1 | 6 |
| o21ai_0 | 5 |
| clkbuf_8 | 5 |
| nor3_1 | 4 |
| and4_1 | 4 |
| o31ai_1 | 4 |
| and3_1 | 3 |
| or4_1 | 3 |
| ha_1 | 3 |
| and2_1 | 2 |
| nor4b_1 | 2 |
| buf_4 | 2 |
==> per-layer routing <==
layer | wire (um) | global-route usage [%] | vias to the layer above
met3 | 153 | 3.528 | 4
met4 | 38 | 1.887 | 0
met5 | 0 | 0 | -
met2 | 1549 | 21.02 | 21
li1 | - | - | 791
met1 | 1880 | 23.05 | 675
==> final cells by class <==
class                      count  share of cell area, %
sequential                    50                  45.59
multi-input combinational    150                  39.73
timing repair buffer          14                  5.544
tap                           70                  3.593
clock buffer                   5                  2.823
clock inverter                 3                  1.797
inverter                       6                 0.9240
==> worst max-delay path, cell delays in order <==
cell	delay (ns)
clkdlybuf4s50_1	0.52
xor2_1	0.41
nand3_1	0.20
or3_1	0.39
a21oi_1	0.15
==> final timing paths <==
kind                            startpoint             end  slack, ns  depth (start not counted)
worst max-delay path                signal  freq_count[10]       3.76                          5
worst min-delay path             count[25]       count[25]       0.49                          2
worst max register to register    count[4]       count[20]       4.00                          5
worst min register to register   count[25]       count[25]       0.49                          2
==> state kept, by name, indices dropped and copies added (netlist names) <==
name / count
freq_out: 11
count: 26
old_sig: 1
freq_count: 12
==> cells in the mapped netlist, types with 3 or more instances <==
cell,instances
nor4_1,6
or4_1,3
xnor2_1,15
a21oi_1,10
nand4_1,13
and3_1,3
nor2_1,14
nand2_1,19
edfxtp_1,11
o21ai_0,5
ha_1,3
xor2_1,11
nand3_1,8
and4_1,4
or3_1,7
dfxtp_1,39
clkbuf_1,4
nor3_1,4
o31ai_1,4
o21a_1,7
inv_1,6
Power is estimated from default activity; no workload was simulated.
