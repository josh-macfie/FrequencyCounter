[flow/run.sh]
#!/bin/bash
# OpenROAD 26Q1-2900-gdf79404cd8, Yosys 0.63+post, stock flow scripts
make -C /OpenROAD-flow-scripts/flow DESIGN_CONFIG=/design/flow/config.mk WORK_HOME=/design/flow/orfs finish
[flow/design.v]
`timescale 1ns / 1ps
module FreqCounter(
	 input mclk,
	 input signal,
	 output [15:0] freq
    );
parameter countTo = 55000000;  
reg [15:0] freq_count;
reg [15:0] freq_out;
reg [15:0] freqHold0;
reg [15:0] freqHold1;
reg [15:0] freqHold2;
reg [15:0] freqHold3;
reg [15:0] freqHold4;
reg [15:0] freqHold5;
reg [15:0] freqHold6;
reg [15:0] freqHold7;
reg [15:0] freqHold8;
reg [15:0] freqHold9;
reg [15:0] freqHold10;
reg [15:0] freqHold11;
reg [15:0] freqHold12;
reg [15:0] freqHold13;
reg [15:0] freqHold14;
reg [15:0] freqHold15;
reg [25:0] count;
reg old_sig;
reg [4:0] debounce_sig;
reg [2:0] avClk;
reg [18:0] freqTemp;
initial begin
	count = 26'b0;
	old_sig = 1'b0;
	freq_out = 16'b0;
	freq_count = 16'b0;
	avClk = 3'b0;
	freqTemp = 19'b0;
	freqHold0 = 16'b0;
	freqHold1 = 16'b0;
	freqHold2 = 16'b0;
	freqHold3 = 16'b0;
	freqHold4 = 16'b0;
	freqHold5 = 16'b0;
	freqHold6 = 16'b0;
	freqHold7 = 16'b0;
	freqHold8 = 16'b0;
	freqHold9 = 16'b0;
	freqHold10 = 16'b0;
	freqHold11 = 16'b0;
	freqHold12 = 16'b0;
	freqHold13 = 16'b0;
	freqHold14 = 16'b0;
	freqHold15 = 16'b0;
end
always @(posedge mclk) begin
	count = count + 1;
	debounce_sig[0] = signal;
	debounce_sig = debounce_sig << 1;
	if ((&debounce_sig) | (~&debounce_sig))begin
		if (signal != old_sig) begin
			freq_count = freq_count +1;
		end
	end
	if (count >= (countTo >> 4)) begin
		freq_out = freq_count << 3; 
		count = 0;
		freq_count = 0;
		avClk = avClk + 1;
	end
	case (avClk)
		0 : freqHold0 = freq_out;
		1 : freqHold1 = freq_out;
		2 : freqHold2 = freq_out;
		3 : freqHold3 = freq_out;
		4 : freqHold4 = freq_out;
		5 : freqHold5 = freq_out;
		6 : freqHold6 = freq_out;
		7 : begin
				freqHold7 = freq_out;
				freqTemp = freqHold0 + freqHold1 + freqHold2 + freqHold3 +freqHold4 + freqHold5 + freqHold6 + freqHold7+freqHold8 + freqHold9 + freqHold10 + freqHold11 +freqHold12 + freqHold13 + freqHold14 + freqHold15;
			 end
		default :;
	endcase
	old_sig = signal;
	freqHold8 = freqHold0;
	freqHold9 = freqHold1;
	freqHold10 = freqHold2;
	freqHold11 = freqHold3;
	freqHold12 = freqHold4;
	freqHold13 = freqHold5;
	freqHold14 = freqHold6;
	freqHold15 = freqHold7;
end
	assign freq =  freqTemp >> 4;
endmodule
[flow/constraint.sdc]
current_design FreqCounter

set clk_period 10.0
set clk_io_pct 0.2

create_clock -name clk0 -period $clk_period [get_ports {mclk}]

set non_clock_inputs [all_inputs -no_clocks]
set_input_delay [expr $clk_period * $clk_io_pct] -clock clk0 $non_clock_inputs
set_output_delay [expr $clk_period * $clk_io_pct] -clock clk0 [all_outputs]
[flow/config.mk]
export PLATFORM = sky130hd
export DESIGN_NAME = FreqCounter
export DESIGN_NICKNAME = FreqCounter
export VERILOG_FILES = /design/flow/design.v
export SDC_FILE = /design/flow/constraint.sdc
export NUM_CORES = 4
export LEC_CHECK = 1
export CORE_UTILIZATION = 30
==> flow_summary.toml <==
# flow metrics
[run_status]
status = "completed"

[die]
core_um2 = 34460
dieArea_um2 = 35630
rows = 68
initial_utilization_pct = 30.36
die_h_um = 188.8
ios = 18
die_w_um = 188.8

[final_timing]
tightest_slew_ns = 0.8676
finalSetupTns_ns = 0
report.final.hold_viol_count = 0
rsz0062_at_grt = "false"
slew_violations = 0
slew_headroom_pct = 41.01
timing.final.crit_period_ns = 7.741
fin_skew_ns = 0.01722
holdWs_ns = 0.5069
setup_viol = 0
fmax_mhz = 129.2
fin_crit_sh_pct = 77.41

[detailed_routing]
avgRoutedWirePerCell_um = 13.95
drtPass1Iterations = 6
avgViaCountPerCell = 4.260
vias = 5381
postRouteAntennaNets = 0
diodes = 0
drt_iter0_drc = 216
drc = 0
routed_wirelength_um = 17620

[logic_synthesis]
ys_cells = 757
ys_area_um2 = 10460
netlist_instances = 757
largest_area_cell = "edfxtp_1"
avgSynthCellArea_um2 = 13.82
async_reset_ff_share_pct = 0
top_cell_area_share_pct = 41.04
ys_ff = 202
yosys.stat.seqShare_pct = 52.33
flop_cell = "edfxtp_1"
yosys_warnings = 1
edf_count = 143
syn_area_um2 = 10460
synth.distinct_cells = 64
top_cells_by_area = "edfxtp_1 (41%), fa_1 (21%), dfxtp_1 (11%)"

[setup_path]
ff2ff_path_depth = 20
crit_family = "adder cells"
crit_type = "input pin to flop"
ff2ff_setup_slack_ns = 2.31
crit_arrival_ns = 8.00
max_stage_delay_ns = 0.58
path_cells = "clkdlybuf4s50_1, xor2_1, nand4_1, xnor2_1, mux2_2, fa_1, inv_1, fa_1, fa_1, fa_1, inv_1, ha_1, a2111o_1, o21ai_0, o21a_1, a21oi_1, a311oi_1, xnor2_1"
worstPathMaxFanout = 10
cp.required_ns = 10.25
rr_endpoint = "freqTemp[18]"
endpoint_kind = "flop"
cp_slowest_cell = "o21ai_0"
start_kind = "input pin"
crit_top_cell = "fa_1"
cp_num_buf_inv = 3
r2r-start = "count[4]"

[place]
dp_cells = 1219
gp_congestion = 0.8523
dp_hpwl_um = 11820
io_buffers = 16

[min_path]
min_to = "count[0]"
hold_class = "flop to flop"
min_from = "count[0]"
hold_path_depth = 1

[final_layout]
n_fill_cell = 3236
drive_gt1_share_pct = 9.777
comb_area_um2 = 4439
layoutNonFillerInstCount = 1263
flop_area_um2 = 5475
post-route-util_pct = 34.83
area.growth.synth_to_final_pct = 14.70
largest_reg_flops = 26

[clock_network]
clockBufferDepth = 3
clockRootBuffer = "clkbuf_16"
worstSkewPairLatency_ns = 0.52
cts_tree = "done"
cts.sinks = 202
cts_hold_buffers = 0
post-cts-setup-buffers = 0
cts_max_level = 1
ctsResizeCount = 0
cts_buffers = 24
clkTransAtPathRegs_ns = 0.06

[global_routing]
globalRouteTotalUtil_pct = 11.03
grt_pass1_vias = 5763
overflow = 0
antenna_found_initial = 0
grt_max_degree = 38
grt_pass1_wl_um = 29360

[job]
warning_count = 27
drv_cap = 0
==> per-layer routing <==
metal	wire, µm	GRT usage (%)
met5	0	0
met4	331	1.768
met3	1802	5.609
met1	7549	15.18
met2	7940	16.56
==> stage by stage <==
stage,instance area [µm²],setup WS [ns]
floorplan,10480,2.973
global placement,11170,1.729
detailed placement,11170,1.662
CTS,12000,2.219
global route,12000,1.761
finish,12000,2.259
==> cells in the mapped netlist, drive strengths merged, types with 9 or more instances <==
library cell,count
edfxtp,143
inv,124
fa,110
dfxtp,59
nor2,43
xnor2,34
nand2,22
nand3,21
ha,18
and2,17
xor2,17
mux2,15
buf,12
nand4,12
a21oi,10
mux2i,10
nor3,10
clkbuf,9
==> cell families (layout without fill, tap and decap cells) <==
logic type | Yosys count | count (layout) | share of synthesized area [%]
other | 1 | 5 | 0.03584
AND-OR/OR-AND | 45 | 45 | 3.372
multiplexers | 25 | 25 | 2.751
adder cells (fa/ha/maj) | 128 | 128 | 23.20
buffers and inverters | 145 | 192 | 5.680
XOR/XNOR | 51 | 51 | 4.269
flip-flops | 202 | 202 | 52.33
AND/OR/NAND/NOR | 160 | 160 | 8.359
==> worst register-to-register path, stage by stage (launching register included) <==
cell and delay [ns]:
dfxtp_1 0.46, nand3_2 0.22, nor4_4 0.65, nand4b_1 0.26, and3b_1 0.23, o211a_1 0.25, a2bb2o_4 0.60, mux2_2 0.49
fa_1 0.50, inv_1 0.05, fa_1 0.51, fa_1 0.44, fa_1 0.54, inv_1 0.04, ha_1 0.38, a2111o_1 0.38
o21ai_0 0.58, o21a_1 0.30, a21oi_1 0.12, a311oi_1 0.33, xnor2_1 0.11
==> worst max path at each step <==
stage,start,to,slack [ns],cells past startpoint
4_1_cts,signal,freqTemp[18],2.22,18
5_1_grt,count[0],freqTemp[17],1.76,23
6_report,signal,freqTemp[18],2.26,18
==> layout make-up <==
| class | instances | area share [%] |
|---|---|---|
| clock buffers | 32 | 5.682 |
| multi-input cells | 414 | 36.99 |
| inverters | 124 | 3.879 |
| well taps | 455 | 4.744 |
| flip-flops and latches | 202 | 45.63 |
| repair buffers | 24 | 1.835 |
| clock inverters | 12 | 1.241 |
==> placed cells by master, fill, tap and decap left out, types with 3 or more instances in the layout <==
master             n
o21a_1             3
edfxtp_1         143
mux2i_1            4
bufinv_16          3
ha_1              18
o211ai_1           3
nand3_1           19
clkbuf_8           3
buf_4              8
and2_1            17
clkdlybuf4s50_1   16
mux2i_2            5
nand3b_1           5
dfxtp_1           59
o21ai_0            5
clkinv_2           4
xor2_1            17
nand4b_1           4
xnor2_1           34
mux2_2            10
nand2b_1           4
and3_1             5
conb_1             5
nor2_1            43
nand4_1           12
nand2_1           21
nor4_1             3
clkbuf_1           4
nor3_1             9
inv_1            124
fa_1             110
clkbuf_16         25
a21oi_1           10
mux2_4             5
and4_1             4
